## /design/flow/run.sh

```bash
#!/bin/bash
# OpenROAD 26Q1-2900-gdf79404cd8, Yosys 0.63+post, stock flow scripts
make -C /OpenROAD-flow-scripts/flow DESIGN_CONFIG=/design/flow/config.mk WORK_HOME=/design/flow/orfs finish
```

## /design/flow/config.mk

```make
export PLATFORM = sky130hd
export DESIGN_NAME = ring_buffer
export DESIGN_NICKNAME = ring_buffer
export VERILOG_FILES = /design/flow/design.v
export SDC_FILE = /design/flow/constraint.sdc
export NUM_CORES = 4
export LEC_CHECK = 1
export CORE_UTILIZATION = 40
export SYNTH_MEMORY_MAX_BITS = 65536
```

## /design/flow/constraint.sdc

```tcl
current_design ring_buffer

set clk_period 171.7
set clk_io_pct 0.2

create_clock -name clk0 -period $clk_period [get_ports {clk}]

set non_clock_inputs [all_inputs -no_clocks]
set_input_delay [expr $clk_period * $clk_io_pct] -clock clk0 $non_clock_inputs
set_output_delay [expr $clk_period * $clk_io_pct] -clock clk0 [all_outputs]
```

## /design/flow/design.v

```verilog
`timescale 1ns / 1ps
module ring_buffer #(
    parameter   WIDTH           = 8,
                LENGTH          = 1024,
                OVERWRITABLE    = 0  
)(
    clk
,   rstn
,   enqueue_i
,   dequeue_i
,   data_i
,   data_o
,   full
,   empty
);
input clk, rstn;
input enqueue_i;
input dequeue_i;
input       [WIDTH-1:0] data_i;
output reg  [WIDTH-1:0] data_o;
output reg              full;
output reg              empty;
localparam  MEM_DEPTH   = LENGTH + 1,            
            ADDR_BIT    = $clog2(MEM_DEPTH);     
reg [WIDTH-1:0] buffer_m [0:MEM_DEPTH-1];
reg [ADDR_BIT-1:0] tail_r, head_r;
reg is_enq_deq_simult;
reg [ADDR_BIT-1:0] tail_circular_inc, head_circular_inc; 
reg [ADDR_BIT-1:0] tail_next, head_next;
reg can_enqueue, can_dequeue;
reg do_enqueue, do_dequeue;
always @(*) begin
    is_enq_deq_simult = (enqueue_i & dequeue_i);
    tail_circular_inc = (tail_r == MEM_DEPTH-1) ? 0 : tail_r + 1;
    head_circular_inc = (head_r == MEM_DEPTH-1) ? 0 : head_r + 1;
    full  = (head_r == tail_circular_inc);
    empty = (head_r == tail_r);
    can_enqueue = ~full  | is_enq_deq_simult | OVERWRITABLE;
    can_dequeue = ~empty | is_enq_deq_simult;
    do_enqueue = enqueue_i & can_enqueue;
    do_dequeue = dequeue_i & can_dequeue;
    tail_next = do_enqueue ? tail_circular_inc : tail_r;
    head_next = (do_dequeue | (OVERWRITABLE & do_enqueue & full)) ? head_circular_inc : head_r;
end
always @(posedge clk or negedge rstn) begin
    if (~rstn) begin
        tail_r <= {(ADDR_BIT){1'b0}};
        head_r <= {(ADDR_BIT){1'b0}};
    end
    else begin
        tail_r <= tail_next;
        head_r <= head_next;
    end
end
always @(posedge clk) begin
    if (do_enqueue)
        buffer_m[tail_r] <= data_i;
end
always @(*) begin
    if (do_dequeue)
        data_o = buffer_m[head_r];
    else
        data_o = {(WIDTH){1'b0}};
end
endmodule
```

==> notes.md <==
Figures from the flow reports.

STA:
- For the final routed database, the setup TNS stands at 0 ps.
- The run puts the final hold slack at 693 ps.
- The run gives the number of max-slew violations in the final report as 0.
- The run puts the peak clock frequency supported by timing at 0.0139 GHz.
- The run puts the final tally of hold violations at 0.
- The run puts the transition at the pin with the smallest max-transition slack at approximately 1500 ps.
- The run puts the tightest slew margin relative to the limit at under 10%.
- The final critical path takes up 41.9% of the cycle.
- Setup repair after global routing left no endpoint under its margin.
- Between clock sinks in the finished design, the worst skew comes to slightly below 100 ps.
- Setup slack on the critical path of the routed design comes to 99,810 ps.
- The run puts the total of endpoints with negative setup slack in the final report at 0.
- The worst path in the final design needs a cycle of 71,890 ps, including I/O delays and setup.

Pwr:
- The run puts the proportion of total power due to net switching at 32.3%.
- The run puts the part of the total power dissipated in combinational logic at 24.8%.
- The run puts the power share of the clock group at 32.4%.
- In this run the power spent charging and discharging nets is 1.68 mW.
- The run gives the power density normalized to cell area as 14.4 nW/um2.
- The run puts the worst voltage drop across the vdd grid at 12.2 uV.
- Sequential cells burn 42.8% of the power.
- The run puts the leakage component of the power at about 110 nW.
- The run puts the design internal power at 3.52 mW.

Synthesis:
- Among all flip-flop cells after synthesis, the most frequent one is sky130_fd_sc_hd__edfxtp_1.
- Synthesis handed over a netlist of approximately 16,000 instances.
- The run gives the count of state elements after synthesis as 8,222.
- The run puts the cell area after synthesis at 320,000 um2.
- The run puts the number of distinct library cells after synthesis at 88.
- The run gives the average instance area after synthesis as slightly above 20 um2.
- The run puts the number of warnings issued by yosys at 1.
- Summed over all instances, the cell type with the most area after synthesis is sky130_fd_sc_hd__edfxtp_1.
- The area recorded from the Yosys report for this design is ~320,000 um2.
- Yosys attributes the largest share of cell area to sky130_fd_sc_hd__edfxtp_1 (77%), sky130_fd_sc_hd__mux4_2 (12%), sky130_fd_sc_hd__mux2i_1 (3.1%), sky130_fd_sc_hd__a22oi_1 (1.5%), sky130_fd_sc_hd__nor2_1 (1.3%).
- For this design, Yosys synthesis ends with a cell count of 15,500.
- Sequential elements use between 70 and 80% of the synthesized area.
- Of the post-synthesis cell area, the dominant cell type holds about three quarters.
- The run puts the count of flip-flops with a built-in enable after synthesis at 8,200.
- The run puts the async set-reset flop share out of synthesis at 0.268%.

Worst hold path:
- For the worst min-delay path, the startpoint reported by OpenROAD is tail_r[8]$_DFFE_PN0P_.
- The run gives the class of the worst hold path as reg2reg.

CTS:
- The run puts the number of instances resized during post-cts repair at 0.
- The run gives the clock sink total as ~8,200.
- The run gives the buffer cell driving the clock tree root as sky130_fd_sc_hd__clkbuf_16.
- TritonCTS built the clock tree.
- On the worst setup and hold paths after CTS, the clock-pin slew comes to around 60 ps.
- The number of setup buffers added after CTS is 0.
- The skew report gives the latency at the later pin of the worst-skew pair as 1190 ps.
- The run gives the number of hold-repair buffers added at the cts stage as 0.
- The run gives the maximum count of clock buffers along a single path as 4.
- The run gives the number of CTS-inserted buffers as roughly 800.
- The run gives the count of H-tree levels built during CTS as 6.

Setup path:
- The run puts the data arrival time of the worst path at 37,550 ps.
- The run gives the kind of launch point of the worst setup path as an input pin.
- For the worst reg-to-reg path, the startpoint reported by OpenROAD is head_r[5]$_DFFE_PN0P_.
- STA classifies the critical path endpoint as a primary output.
- The run gives the setup slack of the worst register-to-register path as about 160,000 ps.
- The run puts the depth of the worst register-to-register path at 14.
- The run gives the capture point of the worst path as data_o[4].
- The setup path with the least slack is of type in2out.
- Per the timing report, the most critical flop-to-flop path finishes at buffer_m[302][5]$_DFFE_PP_.
- In this run the worst path has a maximum fanout of 19.
- The run gives the endpoint required time on the critical path as 137,360 ps.
- The run gives the source of the critical timing path as enqueue_i.

Floorplanning:
- The run gives the area inside the core boundary as 798,000 um2.
- The run puts the die boundary height at 897 um.
- The floorplan has 328 rows.
- The run puts the die width at 897 um.
- The overall die size recorded for this design is 804,000 um2.
- The run gives the number of top-level pins as 22.
- The run gives the starting density of the core as 40.1%.

Drt:
- The run gives the number of iterations in the first detailed-routing pass as 6.
- Per the post-route antenna check, the number of violating nets is 0.
- The script parses the final routing iteration and logs DRC violations as 0.
- The run gives the total vias in the final route as ~160k.
- Per the detail_route report, vias per standard cell equal 5.91.
- The run gives the detailed-route wire length per cell as 36.5 um.
- The run puts the starting DRC count in detailed routing at 11,900.
- The run gives the overall routed net length as 1,010,000 um.

Placement:
- The run gives the global placer's final weighted congestion as roughly 0.93.
- The run gives the number of cells in the design after placement as 26,000.
- Buffers placed on the I/O ports in this run total 21.
- Timing analysis after detailed placement gives a worst setup slack of ~100,000 ps.
- In the placement report, post-DP HPWL is listed as 637,000 um.

GRT:
- The run gives the wire length of the first global-routing pass as 1,390,000 um.
- The total overflow left after global routing is 0.
- The run gives the number of global-route vias before repair as 176,000.
- The run gives the pin count of the biggest net entering global routing as 134.
- The initial antenna violation count is between 100 and 150.
- Across every metal layer, demand over resource in global routing totals between 20 and 30%.

Flow run:
- The run puts the tool warning count at 68.
- The number of maximum-capacitance violations recorded for the run is 0.

Finish:
- Counting the fill cells in the layout gives 65,900.
- For this run, the number of standard cells in the final layout without fillers is 27,700.
- The run gives the most frequent logic cell in the layout as sky130_fd_sc_hd__edfxtp_1.
- The run gives the synthesis-to-finish area growth as 12.8%.
- The run puts the area taken by flip-flops and latches at 247,000 um2.
- The run puts the ratio of cells with drive above 1 in the final layout at 22.7%.
- Leaving out fill and tap cells, the most frequent cells in the layout are sky130_fd_sc_hd__edfxtp_1 (8,200), sky130_fd_sc_hd__mux4_2 (1,637), sky130_fd_sc_hd__nor2_1 (1,124), sky130_fd_sc_hd__mux2i_1 (981), sky130_fd_sc_hd__buf_4 (937).
- The run puts the area occupied by multi-input gates at 68,100 um2.

Outcome:
- The flow ran to the end, and the final reports show no timing, DRC or antenna violations.
## sequential cells by signal, indices dropped and copies added (netlist names)
name      count
buffer_m   8200
head_r       11
tail_r       11
## synthesized netlist by cell type, types with 11 or more instances
cell	n
sky130_fd_sc_hd__o32ai_1	13
sky130_fd_sc_hd__a31oi_1	56
sky130_fd_sc_hd__o22ai_1	76
sky130_fd_sc_hd__xnor2_1	19
sky130_fd_sc_hd__buf_6	167
sky130_fd_sc_hd__nor3_1	82
sky130_fd_sc_hd__a211oi_1	22
sky130_fd_sc_hd__a21oi_1	165
sky130_fd_sc_hd__nand3_1	256
sky130_fd_sc_hd__nand2_1	340
sky130_fd_sc_hd__o221ai_1	20
sky130_fd_sc_hd__o21ai_0	117
sky130_fd_sc_hd__o41ai_1	11
sky130_fd_sc_hd__nand4_1	93
sky130_fd_sc_hd__clkbuf_1	393
sky130_fd_sc_hd__buf_4	101
sky130_fd_sc_hd__a22o_1	50
sky130_fd_sc_hd__a221oi_1	80
sky130_fd_sc_hd__mux4_2	1637
sky130_fd_sc_hd__o31ai_1	19
sky130_fd_sc_hd__edfxtp_1	8200
sky130_fd_sc_hd__mux2i_1	981
sky130_fd_sc_hd__nor3b_1	15
sky130_fd_sc_hd__a22oi_1	644
sky130_fd_sc_hd__dfrtp_1	22
sky130_fd_sc_hd__nand2b_1	16
sky130_fd_sc_hd__o2111ai_1	21
sky130_fd_sc_hd__a2111oi_0	16
sky130_fd_sc_hd__and3_1	23
sky130_fd_sc_hd__nor2b_1	24
sky130_fd_sc_hd__inv_1	16
sky130_fd_sc_hd__buf_1	61
sky130_fd_sc_hd__o211ai_1	60
sky130_fd_sc_hd__mux2_2	66
sky130_fd_sc_hd__nor4_1	27
sky130_fd_sc_hd__buf_2	303
sky130_fd_sc_hd__nor2_1	1133
sky130_fd_sc_hd__and3b_1	12
## layer usage
metal | track usage (%) | vias to the layer above | wire length [um]
met5 | 5.60 | - | 3990
met3 | 25.6 | 2133 | 214000
met1 | 29.6 | 83000 | 291000
met4 | 11.9 | 127 | 54200
li1 | - | 66400 | -
met2 | 37.4 | 11700 | 447000
## critical path, stage by stage
cell and delay, ps:
sky130_fd_sc_hd__clkdlybuf4s50_1 490, sky130_fd_sc_hd__o41a_1 320, sky130_fd_sc_hd__buf_4 450, sky130_fd_sc_hd__o21ai_0 390, sky130_fd_sc_hd__a31oi_2 880, sky130_fd_sc_hd__clkdlybuf4s50_1 620
## area by class of cell
class / instances / share of cell area [%]
diodes: 158 / 0.109
repair buffers: 984 / 2.16
inverters: 18 / 0.0246
flip-flops and latches: 8222 / 68.3
multi-input cells: 6265 / 18.8
clock buffers: 1037 / 5.85
well taps: 10600 / 3.66
clock inverters: 424 / 1.01
## stage by stage
stage / instance area [um2] / utilization, % / total power, mW
after CTS: 361000 / 45.2 / 5.18
after floorplan: 320000 / - / 2.87
after global routing: 361000 / 45.2 / 5.32
after global placement: 336000 / 42.1 / 3.52
after detailed placement: 336000 / 42.1 / 3.52
final: 361000 / 45.3 / 5.20
## power by group through the flow
| stage | Combinational, mW | Clock [mW] | Sequential, mW |
|---|---|---|---|
| 6_report | 1.29 | 1.68 | 2.22 |
| 5_1_grt | 1.32 | 1.78 | 2.22 |
| 4_1_cts | 1.26 | 1.70 | 2.22 |
## worst min-delay path by stage
stage	to	cells after the start
after CTS	tail_r[8]$_DFFE_PN0P_	1
after global routing	tail_r[8]$_DFFE_PN0P_	1
final	tail_r[8]$_DFFE_PN0P_	1
## kinds of logic (layout without fill, tap and decap cells)
kind of cell | Yosys count | in the layout | share of synthesized area [%]
AOI/OAI and AO/OA | 1462 | 1462 | 3.28
xor gates and xnor gates | 26 | 26 | 0.0711
adders and majority gates | 7 | 7 | 0.0274
buffers and inverters | 1051 | 2463 | 1.89
DFF | 8222 | 8222 | 77.1
muxes | 2684 | 2684 | 14.8
other | 0 | 158 | 0
and+or+nand+nor | 2086 | 2086 | 2.84
Power is estimated from default activity; no workload was simulated.
